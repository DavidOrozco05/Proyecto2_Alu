==> design.v <==
module Flag_Register #(
	parameter MAX_WIDTH = 8
)(
	input wire clk,
	input wire rst,
	input wire enaf,
	input wire [MAX_WIDTH-1:0] dataa,
	input wire carry,
	output reg C,
	output reg N,
	output reg P,
	output reg Z);
initial begin
	C = 1'b0;
	N = 1'b0;
	P = 1'b0;
	Z = 1'b0;
end
always @(posedge clk, posedge rst) begin
	if (rst) begin
		C <= 1'b0;
		N <= 1'b0;
		P <= 1'b0;
		Z <= 1'b0;
	end else if (enaf) begin
		C <= carry;
		N <= dataa[MAX_WIDTH-1];  
		P <= ~(dataa[7] ^ dataa[6] ^ dataa[5] ^ dataa[4] ^ dataa[3] ^ dataa[2] ^ dataa[1] ^ dataa[0]);
		Z <= (dataa == 0) ? 1'b1 : 1'b0;
	end
end
endmodule
`timescale 1ns / 1ps
module Shift_Unit #(parameter N=8)(
    input [7:0] dataa,
    input [1:0] shamt,
    output reg [7:0] dataout
);
always @(*) begin
    case (shamt)
        2'b00: dataout = dataa;  
        2'b01: dataout = {1'b0, dataa[7:1]};  
        2'b10: dataout = {dataa[6:0], 1'b0};  
        default: dataout = {N{1'b0}}; 
    endcase
end
endmodule
module add_sub
	#(parameter N = 8)
	(	input     wire [N-1:0] a,
		input     wire [N-1:0] b,
		input     wire         addn_sub,
		output    wire [N-1:0] s,
		output    wire         cout);
	wire [N-1:0] bxor;
	wire [N-1:0] add_nsub_vector;
	assign add_nsub_vector = {N{addn_sub}};
	assign bxor = b ^ add_nsub_vector;
	nbit_adder #(.N(N)) adder_inst (
			.a(a), .b(bxor), .cin(addn_sub),
			.s(s), .cout (cout));
endmodule
module alu #(parameter MAX_WIDTH = 8)(
	input wire clk,
	input wire rst,
	input wire [MAX_WIDTH-1:0] busA,
	input wire [MAX_WIDTH-1:0] busB,
	input wire [2:0] selop,
	input wire [1:0] shamt,
	input wire enaf,
	output wire [MAX_WIDTH-1:0] busC,
	output wire C,
	output wire N,
	output wire P,
	output wire Z
);
wire [MAX_WIDTH-1:0] result;
wire                 carry;
processing_unit #(.N(MAX_WIDTH)) processs ( 
	.dataa(busA), 
	.datab(busB), 
	.selop(selop), 
	.result(result), 
	.cout(carry)
);
Flag_Register #(.MAX_WIDTH(MAX_WIDTH)) flag ( 
	.rst(rst), 
	.clk(clk), 
	.enaf(enaf),
	.carry(carry),
	.dataa(result), 
	.C(C),
	.N(N), 
	.P(P), 
	.Z(Z)
);
Shift_Unit #(.N(MAX_WIDTH)) shift ( 
	.dataa(result), 
	.shamt(shamt), 
	.dataout(busC)
);
endmodule
module full_adder(
	input wire a,
	input wire b,
	input wire cin,
	output wire cout,
	output wire s
);
	assign s=a^b^cin;
	assign cout=(a&cin)|(b&cin)|(a&b);
endmodule
module nbit_adder
	#(parameter N = 8)
	(	input     wire [N-1:0] a,
		input     wire [N-1:0] b,
		input     wire         cin,
		output    wire [N-1:0] s,
		output    wire         cout);
	wire [N-1:0] carry;
	genvar i;
	generate
		for (i = N-1; i >= 0; i = i-1) begin: adder_gen
			if (i == 0) begin: bit0
				full_adder Bit_0 (.a(a[i]),.b(b[i]),.cin(cin),
										.s(s[i]), .cout (carry[i]));
			end else begin: bitn
				full_adder Bit_N (.a(a[i]), .b(b[i]), .cin(carry[i-1]),
										.s(s[i]), .cout (carry[i]));
			end
		end
	endgenerate
	assign cout = carry[N-1];
endmodule
module processing_unit #(parameter N = 8)  
(
	input wire [N-1:0] dataa,
	input wire [N-1:0] datab,
	input wire [2:0] selop,
	output reg [N-1:0] result,
	output wire cout
);
wire [N-1:0] not_b; 
wire [N-1:0] a_and_b;
wire [N-1:0] a_or_b; 
wire [N-1:0] a_xor_b;
wire [N-1:0] a_plus_b;
wire [N-1:0] b_plus_one;
wire [N-1:0] neg_b;
wire c_add, c_plus1, c_negB;
assign not_b = ~datab;
assign a_and_b = dataa & datab;
assign a_or_b = dataa | datab;
assign a_xor_b = dataa ^ datab;
add_sub #(.N(N)) AplusB ( 
	.a(dataa), 
	.b(datab), 
	.addn_sub (1'b0), 
	.s(a_plus_b), 
	.cout(c_add)
);
add_sub #(.N(N)) Bplus1 (
	.a(datab), 
	.b(8'b00000001),  
	.addn_sub(1'b0), 
	.s(b_plus_one), 
	.cout (c_plus1)
);
add_sub #(.N(N)) negB (
	.a({N{1'b0}}),  
	.b(datab),
	.addn_sub (1'b1), 
	.s(neg_b),
	.cout(c_negB)
);
always @(*) begin 
	case (selop)
		3'b000: result = datab;
		3'b001: result = not_b;
		3'b010: result = a_and_b;
		3'b011: result = a_or_b;
		3'b100: result = a_xor_b;
		3'b101: result = a_plus_b;
		3'b110: result = b_plus_one;
		default: result = neg_b;
	endcase
end
assign cout = (selop[1:0] == 2'b01) ? c_add :
				  (selop[1:0] == 2'b10) ? c_plus1 :
				  (selop[1:0] == 2'b11) ? c_negB : 1'b0;
endmodule
==> run.sh <==
#!/bin/bash
# OpenROAD 26Q1-2900-gdf79404cd8, Yosys 0.63+post, stock flow scripts
make -C /OpenROAD-flow-scripts/flow DESIGN_CONFIG=/design/flow/config.mk WORK_HOME=/design/flow/orfs finish
==> config.mk <==
export PLATFORM = sky130hd
export DESIGN_NAME = alu
export DESIGN_NICKNAME = alu
export VERILOG_FILES = /design/flow/design.v
export SDC_FILE = /design/flow/constraint.sdc
export NUM_CORES = 4
export LEC_CHECK = 1
export CORE_AREA = 10 10 96 96
export DIE_AREA = 0 0 106 106
==> constraint.sdc <==
current_design alu

set clk_period 8.1
set clk_io_pct 0.2

create_clock -name clk0 -period $clk_period [get_ports {clk}]

set non_clock_inputs [all_inputs -no_clocks]
set_input_delay [expr $clk_period * $clk_io_pct] -clock clk0 $non_clock_inputs
set_output_delay [expr $clk_period * $clk_io_pct] -clock clk0 [all_outputs]
==> notes.md <==
flow finished, numbers: Cell area leaders=ha_1 (24%), fa_1 (8.8%), dfrtp_1 (6.3%), Seq cells post-synth=4, multi-input gate area in the final layout=1314 um2, clock slew at the register clock pins of the worst setup and hold paths=30 ps, WL per Instance=12.07 um, crit path cell chain=clkdlybuf4s50_1, ha_1, inv_1, fa_1, fa_1, fa_1, fa_1, inv_1, fa_1, fa_1, fa_1, mux2i_1, a22oi_1, a21oi_1, o2bb2ai_1, or2_2, a21oi_1, clkdlybuf4s50_1, DR iter-0 viols=87, status=completed, site row count=31, RSZ-0062 raised after global routing=no, Top cell area share=24.35%, share of final-layout standard cells stronger than drive strength 1=6.494%, maximum clock frequency=0.1325 GHz, post-cts gate resize count=0, type of destination of the critical path=output pin, total die size=11240 um2, residual antenna-violating net count after detailed routing=0, mean instance size in the synthesized netlist=7.885 um2, per-cell via count in the routed design=4.367, Pwr per Cell Area=91.02 nW/um2, post-synthesis adder-cell area fraction=33.15%, flip-flop cell with the highest count after synthesis=dfrtp_1, Yosys warning total=3, worst setup timing slack at the placement stage=503.4 ps, total number of vias=1441, final critical-path setup slack=551.1 ps, Vert. Die Dim=106 um, pin count of the biggest net entering global routing=28, global route overflow=0, RD Place Congestion=0.8566, startpoint-to-endpoint class of the critical path=in -> out, Seq/Total Area, Yosys=6.284%, Final Skew=0 ps, number of clock buffers inserted by TritonCTS=3, width of the die=106 um, Leakage Power=0.9270 nW, TritonCTS clock tree=built, vias in the first global route=1438, Max transition margin=52.63%, Worst Hold Slack=518.5 ps, total non-filler cell area in the finished layout=2053 um2, kind of start point of the critical path=input pin, antenna violations before repair=0, Distinct cells, synth=47, maximum resistive drop on vdd=0.00006848 V, arrival time worst endpoint=5930 ps, number of buffers inserted for hold repair after clock tree synthesis=0, area figure in the yosys stat output=1593 um2, Area growth syn-to-layout=28.91%, Inserted Diodes=0, number of I/O pins=36, HP Class=reg -> reg, crit-path max FO=4, HPWL Detailed=3295 um, aggregate global-route resource usage=7.413%, Fillers=791, number of cells in Yosys stat=202, count of tool warnings=34, first-pass GRT wire length=7107 um, total count of max-transition violations in the final report=0, most used cell, CP=fa_1, maximum clock path buffer count=2, post-layout util=28.46%, largest non-sequential cell family by area=adder cells, clock insertion delay at the later pin of the skew report=210 ps, count of TritonRoute iterations in the first routing pass=4, Storage cell area=100.1 um2, area of the core=7214 um2, leading area contributor after synthesis=ha_1, number of H-tree branching levels=1, slowest CP cell=clkdlybuf4s50_1, number of standard cells after synthesis=202, Clk Tree Root Cell=clkbuf_8, pre-placement core utilization=22.08%, Cell Area, Placed=2012 um2, setup slack on the worst flop-to-flop path=7440 ps, post-synth tally of flip-flops with integrated enable=0, maxcap violations=0, transition time at the pin with the least slew margin=710.5 ps, combined area of all synthesized cells=1593 um2, Mux cell area share=6.677%, post-layout min period=7549 ps, required time at the endpoint of the critical path=6480 ps, setup total negative slack=0 ps, Post-Synth AOI/OAI Area=21.84%, Port Buf Inserts=35, final setup fails=0, simple share=16.65%, Hold Violations, Final=0, aggregate routed wire length=3983 um, CP peak stage delay=550 ps, number of setup buffers added after CTS=0, number of clock sinks=4, post-route DRC violation count=0, share of synthesized registers carrying an async set or reset=100.0%, fraction of the cycle the final worst path needs=93.20%, Synth Area in XOR/XNOR=4.163%
==> per-layer routing <==
| metal | routed length (um) | part of all wire, % | vias to the layer above | GRT usage, % |
|---|---|---|---|---|
| li1 | - | - | 764 | - |
| met1 | 2047 | 51 | 649 | 10.95 |
| met2 | 1780 | 45 | 28 | 11.66 |
| met3 | 155 | 3.9 | 0 | 1.284 |
| met4 | 0 | 0 | 0 | 0.1934 |
| met5 | 0 | 0 | - | 0 |
==> metrics by stage <==
stage / instances / power, mW
2_1_floorplan: 202 / 0.1007
3_3_place_gp: 327 / 0.1479
3_5_place_dp: 327 / 0.1474
4_1_cts: 330 / 0.1907
5_1_grt: 330 / 0.2069
6_report: 330 / 0.1869
==> critical path, delay by kind of cell <==
kind | cells | cell delay (ps)
mux | 1 | 140
compound gates | 4 | 460
simple gates | 1 | 160
buf+inv | 4 | 1090
fa+ha+maj | 8 | 2440
==> registers in the layout, indices dropped and copies added, names as in the netlist <==
signal / cells
flag.C: 1
flag.N: 1
flag.Z: 1
flag.P: 1
==> layout by cell type (no fill, tap or decap), types with 2 or more instances in the layout <==
| master | count |
|---|---|
| o32ai_1 | 2 |
| mux2_2 | 5 |
| mux2i_1 | 5 |
| clkdlybuf4s50_1 | 35 |
| o21ai_0 | 6 |
| a22oi_1 | 4 |
| nor2_1 | 16 |
| ha_1 | 31 |
| buf_4 | 3 |
| nand2b_1 | 5 |
| clkbuf_8 | 3 |
| o2bb2ai_1 | 3 |
| nand3_1 | 2 |
| a31oi_1 | 2 |
| nand2_1 | 14 |
| fa_1 | 7 |
| inv_1 | 26 |
| a211oi_1 | 3 |
| dfrtp_1 | 4 |
| nor2b_1 | 5 |
| a21oi_1 | 18 |
| o22ai_1 | 6 |
| xnor2_1 | 4 |
==> cells in the mapped netlist, types with 2 or more instances <==
| cell type | instances |
|---|---|
| nor2_1 | 16 |
| nand2b_1 | 5 |
| buf_2 | 5 |
| nand2_1 | 14 |
| buf_6 | 3 |
| inv_1 | 26 |
| fa_1 | 7 |
| clkbuf_1 | 2 |
| o22ai_1 | 6 |
| ha_1 | 31 |
| mux2i_1 | 5 |
| o21ai_0 | 6 |
| o2bb2ai_1 | 3 |
| xnor2_1 | 4 |
| a31oi_1 | 2 |
| nor2b_1 | 5 |
| a22oi_1 | 4 |
| a211oi_1 | 3 |
| a21oi_1 | 18 |
| o32ai_1 | 2 |
| mux2_2 | 5 |
| nand3_1 | 2 |
| dfrtp_1 | 4 |
==> path summary, 6_finish.rpt <==
| check | startpoint | to | cells past startpoint |
|---|---|---|---|
| worst max-delay path | busB[0] | busC[6] | 18 |
| worst min-delay path | flag.N$_DFFE_PP0P_ | flag.N$_DFFE_PP0P_ | 2 |
| worst max register to register | flag.P$_DFFE_PP0P_ | flag.P$_DFFE_PP0P_ | 2 |
| worst min register to register | flag.N$_DFFE_PP0P_ | flag.N$_DFFE_PP0P_ | 2 |
| max in group asynchronous | rst | flag.N$_DFFE_PP0P_ | 2 |
| min in group asynchronous | rst | flag.C$_DFFE_PP0P_ | 2 |
==> cells by family (layout without fill, tap and decap cells) <==
logic type,after synthesis,in the layout
AOI/OAI and AO/OA,53,53
xor gates and xnor gates,6,6
adders and majority gates,38,38
buffers and inverters,39,68
DFF,4,4
muxes,10,10
and+or+nand+nor,52,52
==> final cells by class <==
cell class	instances	area share, %
inverter	27	4.936
clock buffer	3	2.011
multi-input combinational	159	63.99
sequential	4	4.875
tap	99	6.033
timing repair buffer	38	18.16
==> power breakdown <==
group	leakage [nW]	switching (mW)	total (mW)	internal, mW
Combinational	0.856	0.0548	0.119	0.0646
Clock	0.0216	0.00945	0.0410	0.0316
Sequential	0.0490	0.00231	0.0264	0.0241
No activity file was given, so power comes from the tool's default toggle rates.
